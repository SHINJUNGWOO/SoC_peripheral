$ cat /design/flow/design.v
module SWITCH_INPUT(  
    input wire HCLK,
    input wire HRESETn,
    input wire [31:0] HADDR,
    input wire [31:0] HWDATA,
    input wire HWRITE,
    input wire [1:0] HTRANS,
    input wire HREADY,
    input wire HSEL,
    output wire HREADYOUT,
    output reg [31:0] HRDATA,
    output wire SWITCH_IRQ,
    input wire [14:0] SWITCH
    );
    reg rHSEL;
    reg rHWRITE;
    reg [1:0] rHTRANS;
    reg [14:0] switch_reg;
    assign SWITCH_IRQ = (switch_reg == SWITCH) ? 0: 1;
    assign HREADYOUT =1'b1; 
    always @(posedge HCLK or negedge HRESETn) begin
        if(!HRESETn) begin
            switch_reg <= 14'h0000;
        end
        else begin
            if(HSEL & !HWRITE) begin
                HRDATA <= SWITCH;
                switch_reg <= SWITCH;
            end
        end
    end
endmodule
$ cat /design/flow/run.sh
#!/bin/bash
# OpenROAD 26Q1-2900-gdf79404cd8, Yosys 0.63+post, stock flow scripts
make -C /OpenROAD-flow-scripts/flow DESIGN_CONFIG=/design/flow/config.mk WORK_HOME=/design/flow/orfs finish
$ cat /design/flow/constraint.sdc
current_design SWITCH_INPUT

set clk_period 2.3
set clk_io_pct 0.2

create_clock -name clk0 -period $clk_period [get_ports {HCLK}]

set non_clock_inputs [all_inputs -no_clocks]
set_input_delay [expr $clk_period * $clk_io_pct] -clock clk0 $non_clock_inputs
set_output_delay [expr $clk_period * $clk_io_pct] -clock clk0 [all_outputs]
$ cat /design/flow/config.mk
export PLATFORM = sky130hd
export DESIGN_NAME = SWITCH_INPUT
export DESIGN_NICKNAME = SWITCH_INPUT
export VERILOG_FILES = /design/flow/design.v
export SDC_FILE = /design/flow/constraint.sdc
export NUM_CORES = 4
export LEC_CHECK = 1
export CORE_UTILIZATION = 30
==> CHANGELOG.md <==
### Physical design

* Status: complete, no violations
* Highest fanout seen on the critical path at 2
* Number of buffers inserted for hold repair after clock tree synthesis at 0
* Internal power component at 0.948 mW
* Critical-path top delay cell: nor4_2
* Remaining number of nets flagged by the antenna check after routing at 0
* Share of power burned in the clock network at 31.2%
* Slack of the worst reg-to-reg path at about 1.5 ns
* DR WL/cell at 12.1 µm
* Flop pwr share at 53.1%
* Violation count after the first detailed-route iteration at 52
* Wire length of the first global-routing pass at 3590 µm
* Overall global routing resource usage at under 10%
* Class of the worst hold path: primary input to flip-flop
* Setup violations, final at 0
* Crit path cell chain: dlygate4sd2_1, xor2_1, nor4_2, nand4_1, dlymetal6s2s_1
* Die Footprint at roughly 4900 µm²
* Synth Register Bits at 30
* First drt pass iteration count at 2
* TritonCTS clock tree: done
* Core utilization before placement at between 30% and 40%
* Insertion delay at the late pin of the worst-skew pair at between 0.2 and 0.3 ns
* Synthesis area per yosys at around 1400 µm²
* Nature of the critical path startpoint: primary input
* Final-report hold violation count at 0
* Tool warnings at 92
* H-tree lvl count at 2
* Detailed Place HPWL at 1580 µm
* Post-route core utilization at 42.5%
* Count of instantiated cells in the yosys netlist at approximately 90
* Critical Path RT at 1.84 ns
* Kind of critical path: primary input to output pin
* Post-detailed-routing wire length at ~2300 µm
* Clock transition at the registers of the reported paths at 0.06 ns
* Crit path max-delay family: simple AND/OR/NAND/NOR gates
* Diodes inserted at 0
* Layout cell share with drive strength beyond 1 at about a quarter
* Fin crit share at 87.6%
* Vias at 763
* Setup repair after global routing missed its margin: false
* Synthesis-to-layout area growth at 34.6%
* Largest buffer count on any clock path at 2
* Total clock buffers created by CTS at 5
* TritonCTS sink count at 30
* Max-cap violations at 0
* Initial antenna violation count at 0
* Mean instance size in the synthesized netlist at 15.4 µm²
* Number of placement rows at 24
* Via count of the first global-routing pass at 741
* Commonest cells after routing, fill and taps aside: 18 x conb_1, 18 x clkdlybuf4s50_1, 15 x edfxtp_1, 15 x xor2_1, 15 x dfrtp_1
* Number of library cell types mapped by synthesis at 15
* Placer's final routability congestion estimate at 0.734
* Power density over cell area at 655 nW/µm²
* Count of mapped cells out of synthesis at 90
* Maximum achievable frequency at 0.496 GHz
* Critical path endpoint category: output pin
* Clock skew at 0 ns
* Pin count of the biggest net entering global routing at 17
* Via density per instance at 4.02
* Overflow left after global routing at 0
* Synthesis warning total at 1
* Buffer cell driving the clock tree root: clkbuf_8
* Buffers plus inverters on the worst setup path at 2
* Chip height at 69.9 µm
* Proportion of power drawn by combinational gates at 15.7%
* Input/output buffers at 34
* Count of pins over their slew limit at 0
* Worst Hold Margin at 0.447 ns
* Hold Crit Depth at 1
* Clock period minus worst slack at 2.01 ns
* Switching power as a share of total power at 22.4%
* Length in cells of the worst reg-to-reg path at 1
* Peak supply drop at roughly 0.21 mV
* Largest incremental delay on the critical path at 0.35 ns
* Critical path depth in cells at 5
* Switch Pwr at 0.274 mW
* Width of the die at roughly 70 µm
* Seq/Total Area, Yosys at 59.6%
* IO Pins at 120
* Static leakage at between 0.8 and 0.9 nW
* Core Region at 4380 µm²
* Number of DRC violations after detailed routing at 0
* Arrival time of data at the critical path endpoint at 1.55 ns
* Total standard cell area after synthesis at 1390 µm²
==> power by group through the flow <==
stage / combinational, mW / sequential (mW) / clock (mW)
final: 0.192 / 0.649 / 0.381
after global routing: 0.208 / 0.655 / 0.416
after CTS: 0.192 / 0.649 / 0.393
==> cell usage after synthesis <==
master    number  area [µm²]
nor2_1         1        3.75
conb_1         2        7.51
inv_1          1        3.75
mux2_2         6        67.6
xor2_1        15         131
edfxtp_1      15         450
buf_12         1        20.0
nand4_1        1        6.26
buf_4         18         135
nor4_1         3        18.8
nand2b_4       1        13.8
nor3_1         1        5.00
buf_6          1        11.3
mux2_4         9         135
dfrtp_1       15         375
==> metal layers <==
metal  global-route usage, %  vias up  routed length [µm]
met4                    2.00        0                  53
met2                    13.5       39                 957
met3                    3.36        8                 221
li1                        -      366                   -
met5                       0        -                   0
met1                    15.4      350                1070
==> cell families (layout without fill, tap and decap cells) <==
family,after synthesis,in the layout,share of synthesized area [%]
flip-flops,30,30,59.6
buffers and inverters,21,53,12.3
XOR/XNOR,15,15,9.49
multiplexers,15,15,14.6
AND/OR/NAND/NOR,7,7,3.43
other,2,18,0.542
==> final timing paths <==
check                         startpoint        endpoint
max reg2reg                switch_reg[7]   switch_reg[7]
min in group asynchronous        HRESETn  switch_reg[10]
min                           SWITCH[14]      HRDATA[14]
min reg2reg                switch_reg[9]   switch_reg[9]
max in group asynchronous        HRESETn  switch_reg[11]
max                            SWITCH[9]      SWITCH_IRQ
==> cell type report <==
| cell class | instances | area [µm²] |
|---|---|---|
| clock buffer | 7 | 76.3 |
| fill | 413 | 2520 |
| inverter | 1 | 3.75 |
| multi-input combinational | 55 | 468 |
| sequential | 30 | 826 |
| tap | 52 | 65.1 |
| timing repair buffer | 45 | 425 |
==> through the flow <==
step                      cell area (µm²)  power (mW)  cells  setup WS (ns)  TNS, ns
final                                1860        1.22    190          0.286        0
after global routing                 1860        1.28    190          0.240        0
after CTS                            1840        1.23    190        0.00759        0
after detailed placement             1770       0.848    183         -0.216   -0.216
after global placement               1770       0.846    183         -0.196   -0.196
after floorplan                      1450       0.774    106          0.402        0
==> timing repair <==
action	4_1_cts	5_1_grt
setup buffers	0	0
pin swaps	4	5
endpoints found under the setup margin	1	1
resized	12	7
No activity file was given, so power comes from the tool's default toggle rates.
