File: design.v
module matrix_add(
			input wire HSEL,
			input wire HCLK,
			input wire HRESETn,
			input wire HREADY,
			input wire [31:0] HADDR,
			input wire [1:0] HTRANS,
			input wire HWRITE,
			input wire [2:0] HSIZE,
			input wire [31:0] HWDATA,
			output reg HREADYOUT,
			output reg [31:0] HRDATA
);
reg rHSEL;
reg [31:0] rHADDR;
reg [1:0] rHTRANS;
reg rHWRITE;
reg [2:0] rHSIZE;
reg [1:0] state;
reg [31:0] A_data [0:63];
reg [31:0] B_data [0:63];
reg [31:0] result [0:63];
localparam idle = 2'b00, calc = 2'b01, done = 2'b10;
integer i;
always @(posedge HCLK or negedge HRESETn)
begin
	if(!HRESETn) begin
		rHSEL	<= 1'b0;
		rHADDR	<= 32'h0;
		rHTRANS	<= 2'b00;
		rHWRITE	<= 1'b0;
		rHSIZE	<= 3'b000;
        HREADYOUT <= 1'b1;
	end
    else if (state == calc) begin
        HREADYOUT <= 1'b0;
        state <= done;
        for(i = 0; i <64;i=i+1)begin
            result[i] <= A_data[i] + B_data[i];
        end
    end
    else if (state == done) begin
        HREADYOUT <= 1'b1;
        state <= idle;
        HRDATA <= 32'h00000001;
    end
    else if(HREADY) begin
        rHSEL   <= HSEL;
		rHADDR	<= HADDR;
		rHTRANS	<= HTRANS;
		rHWRITE	<= HWRITE;
		rHSIZE	<= HSIZE;
        if(HSEL & !HWRITE) begin
            if (HADDR[9:8] == 2'b11) begin
                HREADYOUT <= 1'b0;
                state <= calc;
            end
            else if(HADDR[9:8] == 2'b10) begin
                HRDATA <=result[HADDR[7:2]];
                HREADYOUT <= 1'b1;
            end
        end
        else begin
            HREADYOUT <= 1'b1;
        end
    end
end
always @(posedge HCLK)
begin
    if(rHSEL & rHWRITE & rHTRANS[1]) begin
        if(rHADDR[9:8] == 2'b00 & state == idle) begin
            A_data[rHADDR[7:2]] <= HWDATA;
        end 
        else if(rHADDR[9:8] == 2'b01 & state == idle)  begin
            B_data[rHADDR[7:2]] <= HWDATA;
        end
    end
end
endmodule
File: run.sh
#!/bin/bash
# OpenROAD 26Q1-2900-gdf79404cd8, Yosys 0.63+post, stock flow scripts
make -C /OpenROAD-flow-scripts/flow DESIGN_CONFIG=/design/flow/config.mk WORK_HOME=/design/flow/orfs finish
File: config.mk
export PLATFORM = sky130hd
export DESIGN_NAME = matrix_add
export DESIGN_NICKNAME = matrix_add
export VERILOG_FILES = /design/flow/design.v
export SDC_FILE = /design/flow/constraint.sdc
export NUM_CORES = 4
export LEC_CHECK = 1
export CORE_UTILIZATION = 30
File: constraint.sdc
current_design matrix_add

set clk_period 85.6
set clk_io_pct 0.2

create_clock -name clk0 -period $clk_period [get_ports {HCLK}]

set non_clock_inputs [all_inputs -no_clocks]
set_input_delay [expr $clk_period * $clk_io_pct] -clock clk0 $non_clock_inputs
set_output_delay [expr $clk_period * $clk_io_pct] -clock clk0 [all_outputs]
==> Implementation_results.wiki <==
=== Synthesis and place and route ===
{| class="wikitable"
! Metric !! Value
|-
| Remaining global-route overflow || 0
|-
| Required arrival time at the worst endpoint || 86.52 ns
|-
| Final worst path period share || 25.8%
|-
| Floorplan core density || 30.1%
|-
| Critical path fanouts, max || 17
|-
| Total wire length || 1830 mm
|-
| Maximum cell stage delay along the critical path || 1.36 ns
|-
| Post-Syn Instances || 21,000
|-
| Post-synth top flop || sky130_fd_sc_hd__edfxtp_1
|-
| First-iteration detailed-routing DRC count || 17,600
|-
| Bufs and invs on worst path || 6
|-
| Slowest cell on crit path || sky130_fd_sc_hd__a221oi_1
|-
| Area contributors post-synth || sky130_fd_sc_hd__edfxtp_1, sky130_fd_sc_hd__ha_1, sky130_fd_sc_hd__xnor2_1
|-
| ANT nets after route || 0
|-
| Core ar. || 0.972 mm2
|-
| Routed wirelength normalized by instance count || 49.2 um
|-
| FFs w/ async S/R, synth || 0.194%
|-
| Clock root buffer master || sky130_fd_sc_hd__clkbuf_16
|-
| Number of hold-repair buffers added at the cts stage || 0
|-
| Number of global-route vias before repair || 194,000
|-
| CTS Buffer Depth || 5
|-
| Global-route total usage across every layer || 39.3%
|-
| Number of rows created at floorplan || 362
|-
| Tally of unique sky130hd cells used after synthesis || 95
|-
| Weighted congestion reported at the end of routability-driven placement || 1.13
|-
| Max_slew headroom || -10.4%
|-
| Total negative slack for setup checks || 0 ns
|-
| Number of cell instances after yosys synthesis || 21,000
|-
| Num CTS Buffers || 750
|-
| Antenna violations before repair || 614
|-
| Count of max-cap constraint violations || 0
|-
| Clock sink count || 6,191
|-
| Die Height || 990 um
|-
| Clk latency late pin || 1.17 ns
|-
| Worst Slack Setup Final || 63.51 ns
|-
| Leak Pwr || 0.124 uW
|-
| Synthesized flop and latch total || 6,191
|-
| Post-synth top area cell || sky130_fd_sc_hd__edfxtp_1
|-
| Final setup violation count || 0
|-
| WS Path Type || input port to register
|-
| Fin. Hold Viols || 0
|-
| Synthesized chip area reported by yosys || 0.293 mm2
|-
| VDD IR-drop max || 0.0247 mV
|-
| Top delay family on crit path || buffers and inverters
|-
| Avg Synthesized Cell Area || 13.9 um2
|-
| Vias after detailed routing || 202,000
|-
| Cell area power density || 19.7 mW/mm2
|-
| Highest clock rate || 45.3 MHz
|-
| Detailed placer's ending HPWL || 1490 mm
|-
| Transition time at the pin with the least slew margin || 1.66 ns
|-
| Cell area after technology mapping || 0.293 mm2
|-
| List of most frequent post-synthesis cells || sky130_fd_sc_hd__edfxtp_1, sky130_fd_sc_hd__ha_1, sky130_fd_sc_hd__a21oi_1
|-
| Largest net degree at the start of global routing || 93
|-
| Most frequent cell on the critical path || sky130_fd_sc_hd__buf_4
|-
| Post-route worst hold slack || 0.470 ns
|-
| Chip area || 0.980 mm2
|-
| Number of warnings the tools reported || 57
|-
| Count of port buffers added during placement || 78
|-
| Final Max-Slew Violation Tally || 1
|-
| Number of warning messages in the yosys log || 2
|-
| Most common cell in the netlist || sky130_fd_sc_hd__edfxtp_1
|-
| Clock tree from TritonCTS || yes
|-
| CTS HTree Levels || 6
|-
| Post-layout min period || 22.09 ns
|-
| Router iterations before antenna repair || 6
|-
| Critical path startpoint category || input port
|-
| Proportion of layout cells with a drive suffix above 1 || 12.8%
|-
| Sort of element at the end of the critical path || register
|-
| Sequence of cells on the critical path || clkdlybuf4s50_1, or2_2, buf_4, nor2_4, buf_4, buf_4, a221oi_1, buf_4, nand4_1, nor3_1, a211oi_1, buf_4
|-
| Clock slew at reported path FFs || 0.06 ns
|-
| Post-detailed-route via-to-cell ratio || 5.42
|-
| Portion of the post-synthesis area used by sequential elements || 63.5%
|-
| Pre-CTS WS || 62.55 ns
|-
| Worst min path class || register to register
|-
| Run status || finished with violations
|-
| Top-area cell type share of the netlist area || 63.4%
|-
| Post-route clock skew || 0.133 ns
|-
| Post-synth EDFFs || 6,177
|-
| Setup repair after global routing missed its margin || no
|-
| Die Span X || 990 um
|-
| Count of buffers added by post-CTS timing repair for setup || 0
|-
| Global-route wire length before repair || 2260 mm
|-
| # resized after CTS || 0
|-
| I/O Pins || 107
|-
| Post-synthesis to final-layout area growth || 19.0%
|-
| Number of design rule violations left after detail routing || 0
|-
| Failing checks || slew limit
|-
| Critical path arrival || 23.01 ns
|}
-- routing by layer --
metal	up-vias	GRT usage, %	share of wire, %
met3	2721	29.0	17
met1	102000	44.6	33
met4	190	28.1	9.0
met5	-	0.898	0.17
li1	87600	-	-
met2	9582	51.1	40
-- worst reg2reg max path: cells and delay by family, from the launching register on --
kind / cells / cell delay, ns
buffers and inverters: 6 / 3.81
DFF: 1 / 0.60
and+or+nand+nor: 1 / 0.58
-- final cells by class --
| class | instances | area, um2 |
|---|---|---|
| fillers | 93000 | 624000 |
| flip-flops and latches | 6191 | 186000 |
| multi-input cells | 14000 | 106000 |
| clock buffers | 882 | 19500 |
| well taps | 12900 | 16200 |
| repair buffers | 1431 | 11300 |
| clock inverters | 464 | 5240 |
| diodes | 958 | 2400 |
| inverters | 415 | 1560 |
-- per-stage QoR --
stage / cell area (um2) / instances / total power (uW) / util (%)
finish: 348000 / 37300 / 6860 / 35.8
global route: 347000 / 36800 / 7010 / 35.7
CTS: 346000 / 36300 / 6910 / 35.6
detailed placement: 321000 / 35000 / 3630 / 33.0
global placement: 321000 / 35000 / 3630 / 33.0
floorplan: 293000 / 21000 / 3450 / -
-- cell usage in the layout, fill, tap and decap left out, drive strengths merged, types with 74 or more instances in the layout --
master / Yosys / layout
edfxtp: 6177 / 6177
ha: 1984 / 1984
a21oi: 1586 / 1586
buf: 47 / 1356
xnor2: 1298 / 1298
nor2: 1111 / 1111
a21o: 1094 / 1094
diode: 0 / 958
clkbuf: 322 / 911
nand2: 766 / 766
o21ai: 741 / 741
xor2: 539 / 539
a22oi: 519 / 519
inv: 415 / 438
nand3: 426 / 426
nand4: 312 / 312
o21bai: 310 / 310
nor3: 298 / 298
clkinv: 0 / 298
a221oi: 292 / 292
o21a: 249 / 249
a22o: 248 / 248
nor2b: 239 / 239
nand2b: 236 / 236
a211oi: 175 / 175
and3: 170 / 170
a31oi: 148 / 148
bufinv: 0 / 98
and2: 96 / 96
o211ai: 88 / 88
o31ai: 85 / 85
or3: 81 / 81
nor4: 74 / 74
-- cells by family (layout without fill, tap and decap cells) --
family / Yosys count / in the layout / share of synthesized area (%)
other: 0 / 958 / 0
muxes: 22 / 22 / 0.0799
and+or+nand+nor: 4005 / 4005 / 6.76
adders and majority gates: 2048 / 2048 / 8.92
xor gates and xnor gates: 1837 / 1837 / 5.50
AOI/OAI and AO/OA: 6131 / 6131 / 14.3
DFF: 6191 / 6191 / 63.5
buffers and inverters: 784 / 3192 / 1.01
-- flip-flops by register name, summed over array words and instances (netlist names), named ones only --
name and count:
rHSEL 1, HREADYOUT 1, result 2048, A_data 2048, B_data 2048, rHADDR 8
HRDATA 32, rHTRANS 1, state 2, rHWRITE 1
-- path summary, 6_finish.rpt --
kind,from,end,slack [ns],cells past startpoint
min reg2reg,state[0]$_DFF_P_,state[2]$_DFF_P_,0.47,2
max in group asynchronous,HRESETn,HREADYOUT$_DFFE_PN1P_,69.02,2
min,state[0]$_DFF_P_,state[2]$_DFF_P_,0.47,2
min in group asynchronous,HRESETn,rHADDR[8]$_DFFE_PN0P_,16.30,2
max,HADDR[7],HRDATA[20]$_SDFFCE_PP0P_,63.51,12
max reg2reg,state[2]$_DFF_P_,result[39][27]$_DFFE_PP_,80.19,7
-- power breakdown --
group	leakage, uW	total (uW)	switching, uW	internal [uW]
sequential	0.0557	3350	22.1	3330
combinational	0.0567	218	183	35.2
clock	0.0120	3290	1370	1920
total	0.124	6860	1570	5290
No activity file was given, so power comes from the tool's default toggle rates.
