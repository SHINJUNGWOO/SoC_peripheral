[config.mk]
export PLATFORM = sky130hd
export DESIGN_NAME = matrix_mult
export DESIGN_NICKNAME = matrix_mult
export VERILOG_FILES = /design/flow/design.v
export SDC_FILE = /design/flow/constraint.sdc
export NUM_CORES = 4
export LEC_CHECK = 1
export CORE_UTILIZATION = 50
[constraint.sdc]
current_design matrix_mult

set clk_period 58.4
set clk_io_pct 0.2

create_clock -name clk0 -period $clk_period [get_ports {HCLK}]

set non_clock_inputs [all_inputs -no_clocks]
set_input_delay [expr $clk_period * $clk_io_pct] -clock clk0 $non_clock_inputs
set_output_delay [expr $clk_period * $clk_io_pct] -clock clk0 [all_outputs]
[design.v]
module matrix_mult(
			input wire HSEL,
			input wire HCLK,
			input wire HRESETn,
			input wire HREADY,
			input wire [31:0] HADDR,
			input wire [1:0] HTRANS,
			input wire HWRITE,
			input wire [2:0] HSIZE,
			input wire [31:0] HWDATA,
			output reg HREADYOUT,
			output reg [31:0] HRDATA
);
reg rHSEL;
reg [31:0] rHADDR;
reg [1:0] rHTRANS;
reg rHWRITE;
reg [2:0] rHSIZE;
reg [1:0] state;
reg [7:0] A_data [0:63];
reg [7:0] B_data [0:63];
reg [15:0] result [0:63];
reg pe_start;
wire pe_done;
wire [8*64-1:0] pe_A_data;
wire [8*64-1:0] pe_B_data;
wire [16*64-1:0] pe_result;
wire [15:0] result_vec [0:63];
genvar  j;
for(j = 0; j <64;j = j+1) begin
    assign pe_A_data[8*j+7:8*j] = A_data[j][7:0];
    assign pe_B_data[8*j+7:8*j] = B_data[j][7:0];
    assign result_vec[j] = pe_result[16*j+15:16*j];
end
matrix_mult_process mult_processor(
    .HCLK(HCLK),
    .HRESETn(HRESETn),
    .start(pe_start),
    .reuse(2'b00),
    .A_data(pe_A_data),
    .B_data(pe_B_data),
    .result(pe_result),
    .done(pe_done)
    );
localparam idle = 2'b00, calc = 2'b01, done = 2'b10;
integer i;
always @(posedge HCLK or negedge HRESETn)
begin
	if(!HRESETn) begin
		rHSEL	<= 1'b0;
		rHADDR	<= 32'h0;
		rHTRANS	<= 2'b00;
		rHWRITE	<= 1'b0;
		rHSIZE	<= 3'b000;
        HREADYOUT <= 1'b1;
        pe_start <= 1'b0;
        state <= idle;
	end
    else if (state == calc) begin
        HREADYOUT <= 1'b0;
        pe_start <=1'b1;
        if(pe_done) begin
            state <= done;
            pe_start <=1'b0;
            for(i=0;i<64;i=i+1) begin
                result[i] <= {16'h0000,result_vec[i]};
            end
        end
        else begin
            state <= calc;
        end
    end
    else if (state == done) begin
        HREADYOUT <= 1'b1;
        state <= idle;
        HRDATA <= 32'h00000001;
    end
    else if(HREADY) begin
        rHSEL   <= HSEL;
		rHADDR	<= HADDR;
		rHTRANS	<= HTRANS;
		rHWRITE	<= HWRITE;
		rHSIZE	<= HSIZE;
        if(HSEL & !HWRITE) begin
            if (HADDR[9:8] == 2'b11) begin
                HREADYOUT <= 1'b0;
                state <= calc;
            end
            else if(HADDR[9:8] == 2'b10) begin
                HRDATA <=result[HADDR[7:2]];
                HREADYOUT <= 1'b1;
            end
        end
        else begin
            HREADYOUT <= 1'b1;
        end
    end
end
always @(posedge HCLK)
begin
    if(rHSEL & rHWRITE & rHTRANS[1]) begin
        if(rHADDR[9:8] == 2'b00 & state == idle) begin
            A_data[rHADDR[7:2]] <= HWDATA;
        end 
        else if(rHADDR[9:8] == 2'b01 & state == idle)  begin
            B_data[rHADDR[7:2]] <= HWDATA;
        end
    end
end
endmodule
module matrix_mult_pe(
    input wire HCLK,
    input wire reset,
    input wire work,
    input wire [7:0] A_data,
    input wire [7:0] B_data,
    output reg [15:0] result
);
always @(posedge HCLK) begin
    if(reset) begin
        result <= 32'h0000;
    end
    else begin
        if(work) begin
            result <= result + A_data * B_data;
        end
    end
end
endmodule
module matrix_mult_process(
    input wire HCLK,
    input wire HRESETn,
    input wire start,
    input wire [1:0] reuse,
    input wire [8*64-1:0] A_data ,
    input wire [8*64-1:0] B_data ,
    output wire [16*64-1:0] result,
    output reg done
);
integer  i;
reg[1:0] state;
reg[3:0] counter;
reg work;
reg reset;
reg [7:0] A_tmp[0:7];
reg [7:0] B_tmp[0:7]; 
wire [15:0] result_tmp[0:63];
wire [7:0] A_in[0:63];
wire [7:0] B_in[0:63];
reg [15:0] result_in[0:63];
genvar j;
for(j=0;j<64;j=j+1) begin
    matrix_mult_pe pe_assem(
    .HCLK(HCLK),
    .reset(reset),
    .work(work),
    .A_data(A_tmp[j/8]),
    .B_data(B_tmp[j%8]),
    .result(result_tmp[j])
    );
end
for(j=0;j<64;j=j+1) begin
    assign A_in[j] = A_data[8*j+7:8*j];
    assign B_in[j] = B_data[8*j+7:8*j];
    assign result[16*j+15:16*j] = result_in[j];
end
localparam idle = 2'b00, set = 2'b01, calc = 2'b10, calc_done = 2'b11 ;
localparam count_min = 4'b0000,count_max = 4'b1000;
always @(posedge HCLK or negedge HRESETn) begin
    if(!HRESETn) begin
        state <= idle;
        counter <= count_min;
        work <= 1'b0;
        reset <= 1'b0;
    end
    else begin
        case(state)
            idle: begin
                done <= 1'b0;
                if(start == 1'b1) begin
                    state <= set;
                    reset <= 1'b1;
                    work <= 1'b0;
                    counter <= count_min;
                end
                else begin
                    work <= 1'b0;
                    reset <= 1'b0;
                end
            end
            set: begin
                reset <= 1'b0;
                work  <= 1'b1;
                counter <= counter + 1;
                if(counter == count_max) begin
                    state <= calc;
                    counter<= count_min;
                    work <=1'b1;
                end
                else if(reuse) begin
                end
                else begin
                    for(i=0;i<8;i=i+1)begin
                        A_tmp[i] = A_in[8*i + counter];
                        B_tmp[i] = B_in[i + 8*counter];
                    end
                end
            end
            calc: begin
                done <=1'b1;
                state <= calc_done;
                for(i=0;i<64;i=i+1)begin
                    result_in[i] <= result_tmp[i];
                end
            end
            calc_done: begin
                done <= 1'b0;
                state <= idle;
            end
            default: begin
                state <= idle;
            end
        endcase
    end
end
endmodule
[run.sh]
#!/bin/bash
# OpenROAD 26Q1-2900-gdf79404cd8, Yosys 0.63+post, stock flow scripts
make -C /OpenROAD-flow-scripts/flow DESIGN_CONFIG=/design/flow/config.mk WORK_HOME=/design/flow/orfs finish
==> summary.txt <==
run metrics: total standard cell area after synthesis between 300000 and 400000 µm², Core Region slightly above 600000 µm², share of the cycle needed by the critical path after routing about a quarter, average instance area after synthesis 10.5 µm², setup bufs post-CTS 0, cell occurring most often along the worst timing path buf_4, type of element capturing the critical path flip-flop, number of warnings in the stage logs 86, Final ANT Viol Nets 0, slew at the pin with the worst max-slew slack around 1.2 ns, worst path arrival time roughly 16 ns, worst rel slew slack between 10% and 20%, fin worst setup slack roughly 43 ns, maximum clock skew at final layout roughly 0.12 ns, remaining design rule violation count 0, pin count of the biggest net entering global routing 101, DR vias/cell approximately 5.6, Lkg Pwr ~150 nW, global route overflow 0, clock tree sinks ~4300, data required time at the worst endpoint 59.07 ns, final instance area approximately 340000 µm², type of origin of the critical path primary input, most frequently placed logic cell in the final layout inv_1, area growth from synthesis to layout 8.94%, power per unit of standard cell area about 24 nW/µm², effective utilization at floorplan between 50 and 60%, fmax roughly 65 MHz, setup total negative slack 0 ns, die height between 700 and 800 µm, final RePlAce weighted congestion 1.08, total of cells resized after clock tree synthesis 0, outcome completed, post-route total power between 8 and 9 mW, RSZ-0062 raised after global routing no, IR Drop Worst-Case VDD approximately 0.028 mV, clock insertion delay at the later pin of the skew report about 1.1 ns, portion of the post-synthesis area used by sequential elements a little under two fifths, first-pass GRT wire length around 1700000 µm, highest-count cells in the layout ignoring fill and taps inv_1 (6183), edfxtp_1 (3217), fa_1 (3200), tally of max-capacitance violations 0, core utilization of the finished layout between 50% and 60%, delay of the slowest cell on the worst path roughly 0.7 ns, startpoint-to-endpoint class of the critical path in2reg, tally of filler cells in the layout between 50000 and 60000, Max H-tree Level 5, commonest register cell after synthesis edfxtp_1, input/output buffers 38, width of the chip just under 800 µm, area of the multi-input gates approximately 170000 µm², biggest fanout along the worst timing path between 50 and 60, clock tree from TritonCTS yes, yosys synthesis chip area between 300000 and 400000 µm², number of buffers added by the clock tree synthesis step about 470, worst path cell trace buf_2 -> buf_4 -> and3_4 -> buf_4 -> buf_4 -> buf_4 -> buf_4 -> buf_4, number of core rows slightly below 300, min-delay worst type reg2reg, Tot GR Track Use between 40% and 50%, number of iterations in the first detailed-routing pass 10, Hold Buf Count CTS 0, synthesized instance count approximately 30000, number of global-route vias before repair 215774, Distinct cells, synth ~77, slowest cell on the critical path buf_4, overall chip area approximately 630000 µm², DRC marker count from the first detailed-route iteration 13526, count of final setup violators 0, routed len/inst approximately 31 µm, Synth Warn # 10, total length of routed wires between 1000000 and 1500000 µm, Longest Clk Path Bufs 4, number of synthesized flops with an enable pin 3217, Cell Area, Placed 323000 µm², Yosys Instances ~30000, worst setup slack before clock tree synthesis approximately 42 ns, detailed placer's ending HPWL between 900000 and 1000000 µm, Pins Over Slew Limit 0, clk slew on worst S/H paths around 0.07 ns, total I/O pin count 107, proportion of layout cells with a drive suffix above 1 under 10%, Final Critical Period 15.48 ns, asr flop ratio synth 0.609%, buffer type at the clock tree root clkbuf_16, final hold violation count 0, count of vias placed by the detailed router 213200, combined flip-flop and latch cell area around 120000 µm², initial antenna violation count 166, number of synthesized register bits between 4000 and 5000
[per-layer routing]
metal | global-route usage [%] | vias to the layer above | part of all wire, %
li1 | - | 95439 | -
met1 | 53.1 | 106192 | 34
met2 | 55.0 | 9293 | 42
met3 | 27.7 | 2128 | 16
met4 | 22.2 | 148 | 7.5
met5 | 1.97 | - | 0.23
[logic make-up after synthesis]
family                   share of synthesized area [%]
AND/OR/NAND/NOR                                   12.1
AND-OR/OR-AND                                     7.02
adder cells (fa/ha/maj)                           29.6
multiplexers                                      2.70
XOR/XNOR                                          1.48
buffers and inverters                             9.34
flip-flops                                        37.8
other                                          0.00120
[sequential cells by signal (all words and copies together), names as in the netlist, 3 cells and up]
signal and count:
mult_processor.state 4, mult_processor.B_tmp 64, mult_processor.A_tmp 64, mult_processor.genblk1.pe_assem.result 1024, rHADDR 8, A_data 512
B_data 512, result 1024, state 3, mult_processor.result_in 1024, mult_processor.counter 4, HRDATA 16
[cell type report]
cell class	count	area share [%]
clock buffer	610	3.82
clock inverter	291	1.03
tap	8293	3.06
inverter	6186	6.84
sequential	4267	34.7
timing repair buffer	785	1.86
multi-input combinational	17777	48.6
antenna	106	0.0781
[worst paths after layout]
check / cells after the start / slack (ns) / end / from
worst max register to register: 22 / 51.32 / mult_processor.genblk1[25].pe_assem.result[15] / mult_processor.A_tmp[3][3]
min in group asynchronous: 2 / 10.56 / rHWRITE / HRESETn
worst max-delay path: 8 / 42.92 / result[0][9] / HRESETn
worst min register to register: 0 / 0.34 / result[36][7] / mult_processor.result_in[36][7]
max in group asynchronous: 2 / 47.43 / mult_processor.work / HRESETn
worst min-delay path: 0 / 0.34 / result[36][7] / mult_processor.result_in[36][7]
[power breakdown]
part           leakage [nW]  switching (mW)  internal, mW  total [mW]
clock network          7.95            1.35          1.81        3.16
registers              38.0          0.0194          3.24        3.26
logic                   105            1.07         0.776        1.85
[through the flow]
stage | cells | hold WS (ns)
2_1_floorplan | 29733 | 0.368
3_3_place_gp | 37308 | 0.401
3_5_place_dp | 37308 | 0.405
4_1_cts | 38209 | 0.362
5_1_grt | 38230 | 0.365
6_report | 38315 | 0.340
[cell usage after synthesis, drive strengths merged, types with 145 or more instances]
cell type | number | area share [%]
inv | 6186 | 7.5
edfxtp | 3217 | 31
fa | 3200 | 21
nand2 | 2733 | 3.3
ha | 2246 | 9.0
and2 | 2110 | 4.2
nor2 | 1459 | 1.8
clkbuf | 1274 | 1.5
dfxtp | 1024 | 6.6
a22oi | 726 | 1.7
mux2i | 645 | 2.1
a21oi | 637 | 1.0
nor3 | 379 | 0.61
o21ai | 377 | 0.61
xnor2 | 347 | 0.98
nand3 | 279 | 0.45
a211oi | 260 | 0.63
buf | 229 | 0.35
xor2 | 180 | 0.51
nand4 | 178 | 0.36
mux2 | 174 | 0.63
nor2b | 168 | 0.34
a21o | 161 | 0.39
or3 | 145 | 0.29
[worst max-delay path: cells and delay by family]
kind	cells	cell delay (ns)
buffers and inverters	7	3.61
and+or+nand+nor	1	0.63
Power and IR drop assume default switching activity.
